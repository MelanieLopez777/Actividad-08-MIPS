**design/flow/design.v**
```verilog
`timescale 1ns/1ns
module banco_de_registros (
    input write_enable,
    input [4:0] read_reg_1,
    input [4:0] read_reg_2,
    input [4:0] write_reg,
    input [31:0] write_data,
    output [31:0] read_data_1,
    output [31:0] read_data_2
);
reg [31:0] mem [0:31];
assign read_data_1 = mem[read_reg_1];
assign read_data_2 = mem[read_reg_2];
always @* begin
    if (write_enable) begin
        mem[write_reg] <= write_data;
    end
end
endmodule
```
**design/flow/config.mk**
```make
export PLATFORM = sky130hd
export DESIGN_NAME = banco_de_registros
export DESIGN_NICKNAME = banco_de_registros
export VERILOG_FILES = /design/flow/design.v
export SDC_FILE = /design/flow/constraint.sdc
export NUM_CORES = 4
export LEC_CHECK = 1
export CORE_UTILIZATION = 50
```
**design/flow/run.sh**
```bash
#!/bin/bash
# OpenROAD 26Q1-2900-gdf79404cd8, Yosys 0.63+post, stock flow scripts
make -C /OpenROAD-flow-scripts/flow DESIGN_CONFIG=/design/flow/config.mk WORK_HOME=/design/flow/orfs finish
```
**design/flow/constraint.sdc**
```tcl
current_design banco_de_registros

set clk_period 12.1
set clk_io_pct 0.2

create_clock -name clk0 -period $clk_period

set non_clock_inputs [all_inputs -no_clocks]
set_input_delay [expr $clk_period * $clk_io_pct] -clock clk0 $non_clock_inputs
set_output_delay [expr $clk_period * $clk_io_pct] -clock clk0 [all_outputs]
```
==> flow report <==
FLOORPLANNING
----------------------------------------------------------------------------------
# rows                                                                          88
Core Footprint                                                          0.0577 mm²
Full die area                                                           0.0593 mm²
Top-level port count                                                           112
Width of the die                                                            244 µm
DIE HEIGHT                                                                  244 µm
Init Core Util                                                               0.505

GLOBAL ROUTING
----------------------------------------------------------------------------------
Met1 Use GR                                                                  0.731
Sum of overflow across all layers after global routing                           0
GRT met2 Usage                                                               0.799
Global route hottest layer                                                    met2
Via count of the first global-routing pass                                   32805
Wire length of the first global-routing pass                                262 mm
Pin count of the biggest net entering global routing                            49
Total GRT Usage                                                              0.676
Initial antenna violation count                                                 24
M3 GR Usage                                                                  0.589

SYNTHESIS
----------------------------------------------------------------------------------
Yosys Instances                                                               3139
Adder share                                                                      0
Dominant combinational cell family by area after synthesis            AND-OR/OR-AND gates
Netlist area before placement                                           0.0292 mm²
Count of distinct cell types in the synthesized netlist                         65
Dominant synthesized flop cell                                        sky130_fd_sc_hd__dlxtn_1
Synthesized instance count                                                    3139
AND-OR/OR-AND share of the synthesized area                                  0.278
Async SR Flop Fraction                                                           0
Area share of the largest cell type after synthesis                          0.528
Count of synthesis-stage warnings from yosys                                     2
Mux frac, synth                                                             0.0283
Number of storage elements in the synthesis netlist                           1024
Share of synthesized cell area in and, or, nand and nor gates                0.129
Leading cell types by total area after synthesis                      sky130_fd_sc_hd__dlxtn_1 53%, sky130_fd_sc_hd__a22oi_1 17%, sky130_fd_sc_hd__nand2_1 2.5%
Yosys stat area                                                         0.0292 mm²
Average footprint of a synthesized cell                                   9.29 µm²
Flip-flops with a built-in enable                                                0
XOR/XNOR Area Share                                                              0
Library cell with the largest summed area after synthesis             sky130_fd_sc_hd__dlxtn_1

CLOCK TREE
----------------------------------------------------------------------------------
Number of buffers inserted to repair setup after CTS                             0
Hold_buf cts                                                                     0
Cells resized by post-CTS repair                                                 0

DETAILED ROUTING
----------------------------------------------------------------------------------
Post-route ant nets                                                              0
Number of iterations in the first detailed-routing pass                         27
Via total after detailed routing                                             34968
WL final                                                                    195 mm
Residual DRC count                                                               0
Detailed-route vias per instance                                              8.75
WL/cell                                                                    48.8 µm
Iteration-0 DRC Markers                                                       5771

MIN PATH
----------------------------------------------------------------------------------
Hold/Removal Path Class                                               input port to primary output

POWER
----------------------------------------------------------------------------------
Internal power contribution                                                 453 µW
P_leak                                                                     13.5 nW
NetSw                                                                       515 µW
Power density relative to cell area                                    30.4 mW/mm²
Worst-case vdd ir drop                                                   0.0304 mV
Fraction of power spent switching nets                                       0.532

LAYOUT
----------------------------------------------------------------------------------
Signed area change from the synthesized netlist to the final layout          9.21%
Core Util, Final                                                             0.552
Flop area                                                               0.0154 mm²
Total of fill cells in the finished design                                    4975
Biggest register                                                               mem
Logic area                                                              0.0131 mm²
Biggest regs                                                          mem: 1024 flops
Number of flip-flops in the largest register                                  1024
Layout cell share with drive strength beyond 1                              0.0916

FINAL TIMING
----------------------------------------------------------------------------------
Period minus WS final                                                      9.85 ns
RSZ-0062 raised after global routing                                         false
Endpoints failing setup                                                          0
Endpoints left unconstrained                                                  1024
Slew @ Worst Pin                                                           1.51 ns
Number of max-slew violations in the final report                                4
Fraction of the cycle the final worst path needs                             0.814
Setup TNS                                                                     0 ns
Final hold violations                                                            0
FMAX                                                                       102 MHz
Max-Slew Margin vs Limit                                                   -0.0112
Register pins left without a clock                                            1024

SETUP PATH
----------------------------------------------------------------------------------
Critical path peak fanout                                                       37
Classification of the worst setup path                                input port to primary output
Critical Path RT                                                           9.68 ns
CP arrival                                                                 7.43 ns
Endpoint kind of the worst setup timing path                          primary output
Startpoint type of the worst setup path                                 input port

RUN
----------------------------------------------------------------------------------
Max cap viols                                                                    1
Number of warnings the tools reported                                           32

PLACE
----------------------------------------------------------------------------------
DP HPWL                                                                     112 mm
IO buf count                                                                   112
Gpl congestion                                                                1.18

OUTCOME
----------------------------------------------------------------------------------
Run status                                                            complete, but fails checks
Violated checks                                                       capacitance limit, slew limit

==> cells by family after synthesis <==
logic type      count (synthesis)
compound gates               1070
latches                      1024
simple gates                  737
buf+inv                       230
mux                            78
==> path summary, 6_finish.rpt <==
path          start              end  slack, ns  cells past startpoint
min   read_reg_1[2]  read_data_1[14]       5.92                      4
max   read_reg_1[3]  read_data_1[22]       2.25                      9
==> through the flow <==
| step | cell area (µm²) | setup slack (ns) | total power, mW | instances | hold slack (ns) |
|---|---|---|---|---|---|
| 2_1_floorplan | 29200 | 5.73 | 0.539 | 3139 | 5.29 |
| 3_3_place_gp | 31700 | 3.01 | 0.903 | 3952 | 5.90 |
| 3_5_place_dp | 31700 | 2.84 | 0.901 | 3952 | 5.90 |
| 4_1_cts | 31700 | 2.86 | 0.906 | 3952 | 5.90 |
| 5_1_grt | 31800 | 2.63 | 0.972 | 3958 | 5.98 |
| 6_report | 31800 | 2.25 | 0.969 | 3995 | 5.92 |
==> layout make-up <==
type | instances | area share
Sequential cell | 1024 | 0.483
Antenna cell | 43 | 0.00338
Inverter | 6 | 0.000707
Tap cell | 765 | 0.0301
Multi-Input combinational cell | 1885 | 0.412
Timing Repair Buffer | 272 | 0.0716
==> layout by cell type (no fill, tap or decap), types with 19 or more instances in the layout <==
cell,count
sky130_fd_sc_hd__buf_4,161
sky130_fd_sc_hd__nor2_4,57
sky130_fd_sc_hd__nand2_2,34
sky130_fd_sc_hd__and3_1,25
sky130_fd_sc_hd__a22o_1,73
sky130_fd_sc_hd__nand4_1,108
sky130_fd_sc_hd__a22oi_1,670
sky130_fd_sc_hd__dlxtn_1,1024
sky130_fd_sc_hd__a21oi_1,70
sky130_fd_sc_hd__a31oi_1,24
sky130_fd_sc_hd__nand2_1,160
sky130_fd_sc_hd__a221oi_1,58
sky130_fd_sc_hd__o21ai_0,29
sky130_fd_sc_hd__nor2b_1,22
sky130_fd_sc_hd__nor2_1,107
sky130_fd_sc_hd__mux2i_1,60
sky130_fd_sc_hd__a222oi_1,23
sky130_fd_sc_hd__clkdlybuf4s50_1,103
sky130_fd_sc_hd__nor3_1,66
sky130_fd_sc_hd__diode_2,43
sky130_fd_sc_hd__nand2b_1,19
sky130_fd_sc_hd__nand3_1,48
==> synth_stat cells (16+ instances only) <==
cell                       instances
sky130_fd_sc_hd__a22o_1           73
sky130_fd_sc_hd__nor2b_1          23
sky130_fd_sc_hd__nand2_1         193
sky130_fd_sc_hd__nor2_1          140
sky130_fd_sc_hd__a21oi_1          70
sky130_fd_sc_hd__o22a_1           16
sky130_fd_sc_hd__o21ai_0          29
sky130_fd_sc_hd__a31oi_1          24
sky130_fd_sc_hd__nand4_1         108
sky130_fd_sc_hd__mux2i_1          60
sky130_fd_sc_hd__buf_2           140
sky130_fd_sc_hd__dlxtn_1        1024
sky130_fd_sc_hd__nand2b_1         19
sky130_fd_sc_hd__a222oi_1         23
sky130_fd_sc_hd__mux2_2           16
sky130_fd_sc_hd__and3_1           25
sky130_fd_sc_hd__nor2_2           25
sky130_fd_sc_hd__clkbuf_1         57
sky130_fd_sc_hd__a221oi_1         58
sky130_fd_sc_hd__nor4_1           16
sky130_fd_sc_hd__a22oi_1         670
sky130_fd_sc_hd__nor3_1           66
sky130_fd_sc_hd__nand3_1          49
==> critical path: stages <==
cell,delay [ns]
sky130_fd_sc_hd__clkdlybuf4s50_1,0.45
sky130_fd_sc_hd__buf_4,0.48
sky130_fd_sc_hd__nand3b_1,0.93
sky130_fd_sc_hd__nor2_4,1.08
sky130_fd_sc_hd__buf_4,0.54
sky130_fd_sc_hd__a22oi_1,0.15
sky130_fd_sc_hd__and3_1,0.22
sky130_fd_sc_hd__a31oi_1,0.55
sky130_fd_sc_hd__clkdlybuf4s50_1,0.58
==> routing by layer <==
| metal | vias to the layer above | wire length, µm |
|---|---|---|
| met2 | 4864 | 67400 |
| met3 | 1949 | 42200 |
| li1 | 12230 | - |
| met1 | 15886 | 60300 |
| met4 | 39 | 24000 |
| met5 | - | 1080 |
Power figures rest on the tool's default switching activity, not on a simulated workload.
