==> /design/flow/design.v <==
`timescale 1ns/1ns
module buffer_id_ex (
	input clk,
	input [4:0] i_shamt,
	input [31:0] i_read_rb_1,
	input [31:0] i_read_rb_2,
	input [4:0]  i_rt,
	input [4:0]  i_rd,
	input [31:0] i_address_pc,
	input [31:0] i_ext_sign,
	input [31:0] i_jump_address,
	input i_branch,
	input [1:0] i_memRead,
	input [2:0] i_aluOp,
	input i_memWrite,
	input i_aluSrc,
	input i_regWrite,
	input i_memToReg,
	input i_regDst,
	input i_jump,
	input [5:0] i_opcode,
	output reg [4:0] o_shamt,
	output reg [31:0] o_read_rb_1,
	output reg [31:0] o_read_rb_2,
	output reg [4:0]  o_rt,
	output reg [4:0]  o_rd,
	output reg [31:0] o_address_pc,
	output reg [31:0] o_ext_sign,
	output reg [31:0] o_jump_address,
	output reg o_branch,
	output reg [1:0] o_memRead,
	output reg [2:0] o_aluOp,
	output reg o_memWrite,
	output reg o_aluSrc,
	output reg o_regWrite,
	output reg o_memToReg,
	output reg o_regDst,
	output reg o_jump,
	output reg [5:0] o_opcode
);
always @(posedge clk) begin
	o_shamt <= i_shamt;
	o_read_rb_1 <=  i_read_rb_1;  
	o_read_rb_2 <= i_read_rb_2;
	o_rt <= i_rt;
	o_rd <= i_rd;
	o_address_pc <= i_address_pc;
	o_ext_sign <= i_ext_sign;
	o_branch <= i_branch;
	o_memRead <= i_memRead;
	o_aluOp <= i_aluOp;
	o_memWrite <= i_memWrite;
	o_aluSrc <= i_aluSrc;
	o_regWrite <= i_regWrite;
	o_memToReg <= i_memToReg;
	o_regDst <= i_regDst;
	o_jump <= i_jump;
	o_jump_address <= i_jump_address;
	o_opcode <= i_opcode;
end
endmodule
==> /design/flow/run.sh <==
#!/bin/bash
# OpenROAD 26Q1-2900-gdf79404cd8, Yosys 0.63+post, stock flow scripts
make -C /OpenROAD-flow-scripts/flow DESIGN_CONFIG=/design/flow/config.mk WORK_HOME=/design/flow/orfs finish
==> /design/flow/config.mk <==
export PLATFORM = sky130hd
export DESIGN_NAME = buffer_id_ex
export DESIGN_NICKNAME = buffer_id_ex
export VERILOG_FILES = /design/flow/design.v
export SDC_FILE = /design/flow/constraint.sdc
export NUM_CORES = 4
export LEC_CHECK = 1
export CORE_AREA = 10 10 163 163
export DIE_AREA = 0 0 173 173
==> /design/flow/constraint.sdc <==
current_design buffer_id_ex

set clk_period 1.0
set clk_io_pct 0.2

create_clock -name clk0 -period $clk_period [get_ports {clk}]

set non_clock_inputs [all_inputs -no_clocks]
set_input_delay [expr $clk_period * $clk_io_pct] -clock clk0 $non_clock_inputs
set_output_delay [expr $clk_period * $clk_io_pct] -clock clk0 [all_outputs]
==> results.tsv <==
metric	value	unit
outcome	finished, violations left	
violated checks	setup timing	
Slew @ Worst Pin	173.5	ps
Post-Synth AOI/OAI Area	0	%
worst hold path class	in2reg	
Unique cell types	1	
DP Cell Count	892	
initial core utilization	16.91	%
Bufs on Longest Clock Path	2	
biggest area cells	dfxtp_1	
Adder-Cell Fraction of Synth Area	0	%
max_slew headroom	88.39	%
TritonRoute pass-1 iters	3	
post-synthesis sequential area ratio	100.0	%
leak pwr	3.448	nW
syn_area_per_cell	20.02	um2
GRT Util Overall	10.45	%
die height	173	um
TritonCTS clock tree	built	
yosys warns	1	
maximum number of pins on one net before global-route repair	22	
via count	2842	
WP buf/inv	1	
fin. max-slew vios	0	
Fin. Hold Viols	0	
synthesized area	0.003864	mm2
cell count after synthesis	193	
first-pass GRT wire length	22.74	mm
Worst VDD drop	1.033	mV
yosys xor share	0	%
logic area	0	um2
CTS buffer count	17	
Basic Gates by Area	0	%
die width	173	um
hpwl dp	13.40	mm
yosys cell count	193	
final wirelength	15.91	mm
Final min period	1086	ps
Placer Congestion	0.8903	
final cell count without fillers	925	
Core ar.	0.02285	mm2
maxcap violations	0	
grt ovf	0	
routed vias/inst	3.072	
share of cells above drive strength 1	41.73	%
CP required	800	ps
tool warnings	27	
Tcrit/Tclk final	108.6	%
Setup Buffers After CTS	0	
Post-route DRC	0	
I/O Buffers	386	
CTS H-tree lvls	4	
Comb gates	0	
full die area	0.02993	mm2
CP max-delay cell	dfxtp_2	
CTS clock-pin slew for the worst setup and hold paths	90	ps
Cell Chain, Critical Path	buf_2	
delay-heaviest family, CP	flip-flops	
MUX share of area	0	%
cell type with the largest total area	dfxtp_1	
type of origin of the critical path	register	
Registers, synthesis	193	
f_max	0.9210	GHz
DRT antenna net count	0	
Total Power	16.19	mW
setup ws final	-85.74	ps
clock sink total	193	
IO Count	387	
DRT iter0 DRCs	128	
Min Hold Slack	203.5	ps
power per cell area	2062	mW/mm2
Worst path max stage delay	360	ps
endpoint type of the worst setup path	primary output	
routed len/inst	17.20	um
cts-stage hold buffer count	0	
setup violators final	193	
Synth top area share	100.0	%
RSZ-0062 raised after global routing	yes	
Area growth syn-to-layout	103.2	%
vias in the first global route	3116	
row count	55	
antenna violations before repair	0	
Setup CP Type	reg2out	
CTS root buf	clkbuf_16	
Arr. time, crit path	890	ps
Crit Path Max Fanout	1	
YS chip area	0.003864	mm2
state kept, by name (all words and copies together) (netlist names), 2 cells and up:
| register | flops |
|---|---|
| o_address_pc | 32 |
| o_ext_sign | 32 |
| o_jump_address | 32 |
| o_read_rb_1 | 32 |
| o_read_rb_2 | 32 |
| o_opcode | 6 |
| o_rd | 5 |
| o_rt | 5 |
| o_shamt | 5 |
| o_aluOp | 3 |
| o_memRead | 2 |
cell type report:
class / count / area (um2)
fillers: 2349 / 15000
flip-flops and latches: 193 / 3901
repair buffers: 386 / 2942
clock buffers: 17 / 425.4
well taps: 313 / 391.6
clock inverters: 15 / 188.9
diodes: 1 / 2.502
report_power, final:
| part | switching, mW | internal, mW |
|---|---|---|
| Combinational | 0.222 | 0.918 |
| Sequential | 0.0865 | 8.10 |
| Clock | 3.42 | 3.44 |
routing by layer:
metal  part of all wire [%]  global-route usage [%]
met1                     39                   12.02
met2                     48                   17.01
met3                     12                   6.108
met4                    1.0                   1.365
met5                      0                       0
kinds of logic after synthesis:
family / Yosys count
flip-flops: 193
cell usage in the layout, fill, tap and decap left out:
cell	synthesis	layout
clkdlybuf4s50_1	0	193
buf_2	0	186
dfxtp_1	193	163
dfxtp_2	0	30
clkbuf_16	0	17
buf_6	0	7
clkinv_8	0	4
inv_8	0	3
inv_12	0	3
clkinvlp_4	0	2
clkinv_4	0	2
diode_2	0	1
inv_6	0	1
per-stage QoR:
step                      utilization [%]  setup TNS [ps]  setup slack, ps  cell area (um2)
final                               34.36           -5290           -85.74             7851
after global routing                34.35          -14940           -129.5             7849
after CTS                           34.16          -11430           -125.1             7805
after detailed placement            35.54          -262.9           -89.06             8119
after global placement              35.54          -285.0           -88.77             8119
after floorplan                         -               0            538.5             3864
final timing paths:
check  cells past startpoint                         to  slack [ps]               from
max                        1                    o_rt[4]         -90    o_rt[4]$_DFF_P_
min                        1  o_jump_address[8]$_DFF_P_         200  i_jump_address[8]
timing repair:
item | CTS | global route
hold endpoints to repair | 0 | 0
setup endpoints to repair | 193 | 193
gates resized | 645 | 19
cells in the mapped netlist:
library cell / count
dfxtp_1: 193
Power and IR drop assume default switching activity.
