[flow/config.mk]
export PLATFORM = sky130hd
export DESIGN_NAME = buffer_ex_mem
export DESIGN_NICKNAME = buffer_ex_mem
export VERILOG_FILES = /design/flow/design.v
export SDC_FILE = /design/flow/constraint.sdc
export NUM_CORES = 4
export LEC_CHECK = 1
export CORE_AREA = 10 10 143 143
export DIE_AREA = 0 0 153 153
[flow/constraint.sdc]
current_design buffer_ex_mem

set clk_period 1.0
set clk_io_pct 0.2

create_clock -name clk0 -period $clk_period [get_ports {clk}]

set non_clock_inputs [all_inputs -no_clocks]
set_input_delay [expr $clk_period * $clk_io_pct] -clock clk0 $non_clock_inputs
set_output_delay [expr $clk_period * $clk_io_pct] -clock clk0 [all_outputs]
[flow/design.v]
`timescale 1ns/1ns
module buffer_ex_mem (
	input clk,
	input [31:0] i_alu_result,
	input [31:0] i_read_rb_2,
	input [31:0] i_branch_address,
	input [4:0]  i_inst_mux_br_write_address,
	input [31:0] i_jump_address,
	input i_zf,
	input i_branch,
	input i_memWrite,
	input [1:0] i_memRead,
	input i_regWrite,
	input i_memToReg,
	input i_jump,
	input [5:0] i_opcode,
	output reg [31:0] o_alu_result,
	output reg [31:0] o_read_rb_2,
	output reg [31:0] o_branch_address,
	output reg [4:0]  o_inst_mux_br_write_address,
	output reg [31:0] o_jump_address,
	output reg o_zf,
	output reg o_branch,
	output reg o_memWrite,
	output reg [1:0] o_memRead,
	output reg o_regWrite,
	output reg o_memToReg,
	output reg o_jump,
	output reg [5:0] o_opcode
);
always @(posedge clk) begin
	o_alu_result <= i_alu_result;
	o_read_rb_2 <= i_read_rb_2;
	o_branch_address = i_branch_address;
	o_inst_mux_br_write_address <= i_inst_mux_br_write_address;
	o_zf <= i_zf;
	o_branch <= i_branch;
	o_memWrite <= i_memWrite;
	o_memRead <= i_memRead;
	o_regWrite <= i_regWrite;
	o_memToReg <= i_memToReg;
	o_jump <= i_jump;
	o_jump_address <= i_jump_address;
	o_opcode <= i_opcode;
end
endmodule
[flow/run.sh]
#!/bin/bash
# OpenROAD 26Q1-2900-gdf79404cd8, Yosys 0.63+post, stock flow scripts
make -C /OpenROAD-flow-scripts/flow DESIGN_CONFIG=/design/flow/config.mk WORK_HOME=/design/flow/orfs finish
==> results.cfg <==
; generated from flow reports
[yosys]
syn_area_per_cell_um2 = 20.0
area_leaders = dfxtp_1 100%
ff_type = dfxtp_1
aoi_share_pct = 0
synth_top_cell_by_count = dfxtp_1
ys_sh_adder_pct = 0
synth_area_um2 = 2940
ys_cells = 147
simple_gate_share_pct = 0
ys_warn_count = 1
ys_seq_elements = 147
ys_seq_share_pct = 100
synth-edff-count = 0
yosysTopAreaCellShare_pct = 100
ys_types = 1
netlist_top_cells_count = 147 x dfxtp_1
yosys_area_um2 = 2940
top_area_cell = dfxtp_1
synthXorXnorAreaFrac_pct = 0
synthArstFlopShare_pct = 0
mux_share_pct = 0
netlist_instances = 147

[grt]
grt_max_degree = 17
grt_pass1_wl_mm = 15.0
antenna_found_initial = 0
grt_overflow = 0
grt_pass1_vias = 2366
grt_usage_pct = 8.32

[drt]
firstDrtPassIters = 3
remaining_drc_errors = 0
wl_mm = 10.1
via_per_inst = 3.19
drt-initial-drc-count = 44
vias = 2224
antenna_cells = 0
drtAntennaViolNets = 0
post_drt_wl_per_cell_um = 14.5

[setup_path]
arrival_ps = 830
worst_ep_required_time_ps = 800
worstSetupStartpointType = register
criticalPathCategory = reg2out
end_kind = output port
crit_fanout = 1
cpPeakStageDelay_ps = 310
crit_buf_inv = 1
crit_family = flip-flops
crit_chain = buf_2
cpMaxStageDelayCell = dfxtp_2

[run]
warnings = 27
cap_viol_max_count = 0

[cts]
cts_tree = done
numCtsBuffers = 17
clkSlewWorstSetupHoldPaths_ps = 60
cts_buffer_depth = 2
cts_root_buf = clkbuf_16
cts-htree-levels = 4
numClockSinks = 147
cts-hold-fix-buffers = 0

[power]
p_per_area_nw_per_um2 = 2250
ir_worst_vdd_v = 0.00152
power.leakage_nw = 2.70

[floorplan]
dieArea_um2 = 23400
fp_util_pct = 17.0
die_x_um = 153
num_io_pins = 295
die_h_um = 153
row_count = 48
core_area_um2 = 17300

[sta]
period_needed_ps = 1030
rsz0062_at_grt = yes
fmax_mhz = 972
finalCritPeriodShare_pct = 103
tightestPinTransition_ps = 178
hold_viol = 0
relSlewSlack_pct = 88.2
drv_slew = 0
setup_viol = 109
layout_setup_ws_ps = -28.9

[status]
status = finished with violations
violations = setup timing

[placement]
placement.io_buffers = 294
dpl_worst_slack_ps = -48.0
placed_cells_incl_taps = 666
placedInstanceArea_um2 = 6170
gp_congestion = 0.755

[finish]
logic_area_um2 = 0
drive_gt1_share_pct = 41.9
finalNonFillerCells = 698
syn2layout_area_growth_pct = 107
finish.utilization_pct = 35.3
nMultiInputCombCells = 0
final_area_um2 = 6100

[min_path]
hold_class = in2reg
==> final cells by class <==
cell class | instances | area [um^2]
clock buffer | 18 | 429
clock inverter | 14 | 199
fill | 1726 | 11200
sequential | 147 | 2970
tap | 225 | 282
timing repair buffer | 294 | 2220
==> through the flow <==
| step | power (mW) | hold WS (ps) | TNS [ps] |
|---|---|---|---|
| floorplan | 6.29 | 228 | 0 |
| global placement | 7.51 | 648 | -60.0 |
| detailed placement | 7.51 | 652 | -53.0 |
| CTS | 14.0 | 202 | -5390 |
| global route | 14.3 | 189 | -8130 |
| finish | 13.7 | 217 | -1020 |
==> where the power goes <==
part	leakage [nW]	switching, mW	total, mW	internal (mW)
clock network	0.306	2.44	6.65	4.21
registers	1.24	0.0614	6.24	6.18
logic	1.16	0.135	0.823	0.688
total	2.70	2.63	13.7	11.1
==> worst paths after layout <==
path	start	endpoint	slack, ps	cells past startpoint
setup / recovery	o_jump_address[5]	o_jump_address[5]	-30	1
hold / removal	i_read_rb_2[21]	o_read_rb_2[21]	220	1
==> cells by family after synthesis <==
family	after synthesis
flops	147
==> state kept, by name, summed over array words and instances, names as in the netlist <==
register	cells
o_memWrite	1
o_alu_result	32
o_branch_address	32
o_inst_mux_br_write_address	5
o_jump	1
o_memToReg	1
o_read_rb_2	32
o_zf	1
o_branch	1
o_opcode	6
o_jump_address	32
o_memRead	2
o_regWrite	1
==> repair_timing <==
item / CTS / global route
gates resized: 468 / 16
setup endpoints to repair: 147 / 147
buffers inserted: 0 / 0
pin swaps: 0 / 0
==> cells in the final DEF, fill, tap and decap left out <==
master,netlist,routed
buf_2,0,145
buf_6,0,2
bufinv_16,0,4
clkbuf_1,0,1
clkbuf_16,0,17
clkdlybuf4s50_1,0,147
clkinv_2,0,2
clkinv_4,0,3
clkinvlp_4,0,1
dfxtp_1,147,127
dfxtp_2,0,20
inv_6,0,4
==> per-layer routing <==
layer  part of all wire, %  up-vias  global-route usage (%)
li1                      -     1082                       -
met1                    33      980                    8.31
met2                    52      154                    14.5
met3                    13        8                    5.32
met4                   1.4        0                    1.27
met5                     0        -                       0
Power figures rest on the tool's default switching activity, not on a simulated workload.
